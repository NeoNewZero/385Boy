**./design.v**
```verilog
module divider #(parameter regwidth = 8,parameter resetPoint=12)
(
	input logic clk_in,
	input logic Reset,
	output logic clk_out
);
logic [regwidth-1:0] counter= 0;
logic curclk = 0;
assign clk_out = curclk;
always_ff @ (posedge clk_in or posedge Reset )
    begin 
        if (Reset) 
			begin
            counter <= 0;
				curclk <= 0;
				end
        else
		  begin
				counter <= counter + 1;
				if(counter==resetPoint)
					begin
					counter <= 0;
					curclk <= ~ (curclk);
					end
		  end
    end
endmodule
```
**./run.sh**
```bash
#!/bin/bash
# OpenROAD 26Q1-2900-gdf79404cd8, Yosys 0.63+post, stock flow scripts
make -C /OpenROAD-flow-scripts/flow DESIGN_CONFIG=/design/flow/config.mk WORK_HOME=/design/flow/orfs finish
```
**./config.mk**
```make
export PLATFORM = sky130hd
export DESIGN_NAME = divider
export DESIGN_NICKNAME = divider
export VERILOG_FILES = /design/flow/design.v
export SDC_FILE = /design/flow/constraint.sdc
export NUM_CORES = 4
export LEC_CHECK = 1
export CORE_AREA = 10 10 70 70
export DIE_AREA = 0 0 80 80
```
**./constraint.sdc**
```tcl
current_design divider

set clk_period 2.5
set clk_io_pct 0.2

create_clock -name clk0 -period $clk_period [get_ports {clk_in}]

set non_clock_inputs [all_inputs -no_clocks]
set_input_delay [expr $clk_period * $clk_io_pct] -clock clk0 $non_clock_inputs
set_output_delay [expr $clk_period * $clk_io_pct] -clock clk0 [all_outputs]
```
==> run notes <==
The flow run is done. Transition time at the pin with the least slew margin landed at 0.334 ns. For reference, the critical path cell chain is clkdlybuf4s50_1. Buffers added to address setup during post-CTS repair amount to 0. The multi-input combinational cells in the finished layout cover a total of 170 um2.

In the routed netlist, the antenna diode instances number 0. Number of vias per cell after detailed routing landed at 2.76. For this design the top-level I/O count stands at 3. In this run the layout overhead on the synthesized area is reported as 23.3%. The critical path in this run is classified as flip-flop to output pin. Number of warnings in the stage logs landed at 26.

The flow ran to the end, and the final reports show no timing, DRC or antenna violations. The number of buffers and inverters on the critical path is 1. CTS placed an instance of clkbuf_4 at the clock tree root. STA classifies the critical path endpoint as an output pin. Worst-skew pair later-pin latency landed at 0.25 ns. Dividing the detail-routed wire length by the instance count gives 7.00 um. STA classifies the critical path startpoint as a flip-flop. The initial antenna violation count was 0. Of the cells placed in the final design, the portion with a size suffix greater than 1 is 12.2%. The floorplan has 21 rows. Quantity of I/O buffers inserted on ports landed at 2. TritonCTS built the clock tree.

Maximum clock frequency landed at 620 MHz. Cell area after synthesis landed at 414 um2. The first global-routing pass estimated 1130 um of wire. Worst relative slew slack landed at 77.7%. The clock drives 9 sinks. The stat command in Yosys gives a chip area of 414 um2.

Hold violation total from the final report landed at 0. After clock tree synthesis, the repair step resized 0 gates. Post-detailed-route count of antenna-violating nets landed at 0. Static leakage landed at between 0.2 and 0.25 nW. For the finished layout, the period the worst path requires is 1.61 ns.

The path class of the tightest hold or removal check is flip-flop to flip-flop. Post-detailed-placement half-perimeter wirelength landed at roughly 440 um. The via count of the first global-routing pass came to 256. Peak supply drop landed at 0.180 mV. For this design, the slowest cell found on the critical path is clkdlybuf4s50_1. The final power report lists total power as around 0.00026 W.

Number of hold buffers added after CTS landed at 0. Detailed routing inserted a total of 240 vias. Count of routing violations after the opening detailed-route iteration landed at 9. Ratio of final minimum period to clock period landed at between 60 and 70%.

Setup repair after global routing left no endpoint under its margin. The longest clock path from root to sink contains 2 buffers. In the final report, the number of pins over their slew limit comes to 0. The script parses the final routing iteration and logs DRC violations as 0. The timing report attributes the biggest portion of critical-path delay to buffers and inverters. Floorplan utilization landed at between 10% and 20%. Dividing total power by cell area gives a power density of 507 nW/um2. After layout, the setup clock skew is reported as roughly 0.0036 ns.

Total CTS buffers landed at 3. Per the detailed-route log, wirelength across all metal layers totals 609 um. Arrival time of data at the critical path endpoint landed at 1.11 ns. The final weighted congestion recorded by global placement is 0.838. Required time at the worst-slack endpoint landed at 2.00 ns. Synthesized area per cell landed at 11.5 um2. Depth of the CTS H-tree landed at 1. Sequential area share after synthesis landed at 54.4%. Maximum number of pins on one net before global-route repair landed at 10.

The warning tally printed by Yosys for this design is 1. Area inside the core boundary landed at 3420 um2. Total global routing overflow landed at 0. The floorplan step set the die height to ~80 um. The final report lists the setup-violating endpoint count as 0. Number of iterations in the first detailed-routing pass landed at 3. Post-route setup TNS landed at 0 ns. In the final layout, the fill cell count is ~400. The longest incremental delay of any stage on the critical path is reported as ~0.48 ns. Per the Yosys statistics, synthesis produced 36 cells.

Area used by sequential logic in the layout landed at 225 um2. In the CTS report, the clock slew at the register clock pins of the worst setup and hold paths is listed as roughly 0.060 ns. Global routing used 2.08% of the available tracks across all layers.

In this run the horizontal extent of the chip is 80 um. Highest fanout seen on the critical path landed at 2. Per the run summary, max-cap violations total 0.

Count of unique library cells instantiated by Yosys landed at 13. Per the OpenROAD floorplan log, the area of the die is 6400 um2. Post-synthesis instance total landed at 36.

After synthesis the netlist holds a flip-flop and latch count of 9.
==> registers in the layout, indices dropped and copies added (netlist names) <==
signal and cells:
counter 8, curclk 1
==> layout by cell type, fill, tap and decap left out <==
cell	Yosys	routed
nor3_1	1	1
and4b_1	1	1
clkbuf_4	0	3
xnor2_1	3	3
ha_1	2	2
inv_1	3	3
clkbuf_1	0	1
clkdlybuf4s50_1	0	2
dfrtp_1	9	9
xor2_1	3	3
nand3_1	3	3
xor2_2	1	1
and2_4	1	1
nor2_1	5	5
nand4_1	3	3
==> final timing paths <==
check	startpoint	to	slack, ns	cells after the start
setup / recovery	curclk	clk_out	0.89	1
hold / removal	counter[7]	counter[7]	0.47	1
setup reg to reg	counter[0]	curclk	1.20	4
hold reg to reg	counter[7]	counter[7]	0.47	1
max in group asynchronous	Reset	counter[2]	1.76	2
min in group asynchronous	Reset	counter[1]	0.50	2
==> synth_stat cells <==
| cell | count | area share [%] |
|---|---|---|
| ha_1 | 2 | 6.0 |
| buf_4 | 1 | 1.8 |
| nor2_1 | 5 | 4.5 |
| and2_4 | 1 | 2.1 |
| nor3_1 | 1 | 1.2 |
| nand3_1 | 3 | 3.6 |
| xor2_1 | 3 | 6.3 |
| dfrtp_1 | 9 | 54 |
| xnor2_1 | 3 | 6.3 |
| xor2_2 | 1 | 3.9 |
| nand4_1 | 3 | 4.5 |
| and4b_1 | 1 | 2.4 |
| inv_1 | 3 | 2.7 |
==> power breakdown <==
group | switching [W] | internal, W | total [W]
Combinational | 0.00000278 | 0.00000145 | 0.00000423
Clock | 0.0000477 | 0.0000613 | 0.000109
Sequential | 0 | 0.000146 | 0.000146
Total | 0.0000505 | 0.000208 | 0.000259
==> per-layer routing <==
metal	track usage, %	part of all wire, %	vias up
li1	-	-	125
met1	2.65	54	111
met2	3.05	42	2
met3	0.682	3.0	2
met4	1.06	1.3	0
met5	0	0	-
==> through the flow <==
stage / utilization (%) / cell area (um2) / hold WS, ns / setup WS [ns] / cells
3_3_place_gp: 14.2 / 484 / 0.453 / 1.15 / 83
2_1_floorplan: - / 414 / 0.328 / 1.30 / 36
6_report: 14.9 / 510 / 0.466 / 0.887 / 87
4_1_cts: 14.9 / 510 / 0.471 / 0.861 / 87
3_5_place_dp: 14.2 / 484 / 0.462 / 1.15 / 83
5_1_grt: 14.9 / 510 / 0.494 / 0.820 / 87
==> final cells by class <==
type                            count  share of cell area (%)
Timing Repair Buffer                2                    3.92
Inverter                            3                    2.21
Sequential cell                     9                    44.1
Tap cell                           46                    11.3
Clock buffer                        4                    5.15
Multi-Input combinational cell     23                    33.3
==> cell families (layout without fill, tap and decap cells) <==
group                    count (synthesis)  in the layout  share of synthesized area, %
XOR/XNOR                                 7              7                          16.6
flip-flops                               9              9                          54.4
buffers and inverters                    4              9                          4.53
AND/OR/NAND/NOR                         14             14                          18.4
adder cells (fa/ha/maj)                  2              2                          6.04
Power is estimated from default activity; no workload was simulated.
