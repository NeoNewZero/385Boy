`design.v`:
```
module timer(
	input logic clk,
	input Reset,
	input logic int_a,
	output logic irq,
	input logic [15:0] address,
	input logic [7:0] din,
	input logic we_n,
	input logic [7:0] TAC,
	input logic [7:0] TMA,
	output logic [7:0] DIV,
	output logic [7:0] TIMA
);
enum logic [1:0] {IDLE,INT} state, next_state;
logic main_clk;
logic [7:0] count,next_count;
logic [7:0] divider,next_div;
assign DIV = divider;
assign TIMA = count;
logic [31:0] clk_counter;
logic [31:0] div_counter;
logic [31:0] reset_point;
always_comb
begin
if(TAC[1:0]==2'b00)
	reset_point = 20;
else if(TAC[1:0]==2'b01)
	reset_point = 200000;
else if(TAC[1:0]==2'b10)
	reset_point = 200000;
else   
	reset_point =200000 ;
end
always_comb   
begin
	irq = 1'b0;
	if(state == INT)
		begin
			irq = 1'b1;
		end
end
always_comb  
begin
next_state = state;
next_count = count;
next_div = divider + 1;
if(state == INT)
	begin
		if(int_a == 1'b1)
			next_state = IDLE;
	end
if(TAC[2] == 1'b1)
	begin
		if(count==8'hFF)  
			begin
				next_state = INT;
				next_count = TMA;
			end
		else
			begin
				next_count = count + 1;
			end
	end
if(~we_n && (address == 16'hFF04))
	next_div = 0;
if(~we_n && (address == 16'hFF05))
	next_count = din;
end
always_ff @ (posedge clk or posedge Reset)
    begin 
	 if(Reset)
		begin
			state <= IDLE;
			clk_counter <=0;
			div_counter <=0;
			divider <=0;
			count <=0;
		end
	else
		begin
			state <= next_state;
			if(~we_n && (address == 16'hFF05))
				count <= next_count;
			else
			begin
		if(clk_counter >= reset_point)
			begin
				count<=next_count;
				clk_counter <= 0;
			end
		else
			clk_counter <= clk_counter+1;
			end
		if(~we_n && (address == 16'hFF04))
				divider <= next_div;
		else
			begin
		if(div_counter >= 10)
			begin
				divider <= next_div;
				div_counter<=0;
			end
		else
			div_counter<=div_counter+1;
		end
    end
	 end
endmodule
```
`run.sh`:
```
#!/bin/bash
# OpenROAD 26Q1-2900-gdf79404cd8, Yosys 0.63+post, stock flow scripts
make -C /OpenROAD-flow-scripts/flow DESIGN_CONFIG=/design/flow/config.mk WORK_HOME=/design/flow/orfs finish
```
`config.mk`:
```
export PLATFORM = sky130hd
export DESIGN_NAME = timer
export DESIGN_NICKNAME = timer
export VERILOG_FILES = /design/flow/design.v
export SDC_FILE = /design/flow/constraint.sdc
export NUM_CORES = 4
export LEC_CHECK = 1
export CORE_UTILIZATION = 40
```
`constraint.sdc`:
```
current_design timer

set clk_period 3.3
set clk_io_pct 0.2

create_clock -name clk0 -period $clk_period [get_ports {clk}]

set non_clock_inputs [all_inputs -no_clocks]
set_input_delay [expr $clk_period * $clk_io_pct] -clock clk0 $non_clock_inputs
set_output_delay [expr $clk_period * $clk_io_pct] -clock clk0 [all_outputs]
```
==> results.yml <==
# synthesis and place-and-route metrics
sta:
  fmax_ghz: 0.346
  fin_tns_setup_ns: 0
  setup_violations: 0
  drv_slew: 0
  hold_violations: 0
  maxSlewHeadroom: 0.655
  rsz0062_at_grt: "no"
  min_period_ns: 2.89
  tightestPinTransition_ns: 0.516
  finalClockSkew_ns: 0.00879
  whs_ns: 0.503
  fin_crit_sh: 0.876
  setup_slack_ns: 0.409
setup_path:
  worstPathArrival_ns: 3.16
  max_stage_delay_ns: 0.51
  critPathRequiredTime_ns: 3.57
  worstSetupPathType: "in -> reg"
  path_cells: "clkdlybuf4s50_1 -> or2_1 -> ha_1 -> nor4_1 -> o21ai_0 -> a2111o_1 -> a21o_1 -> or4_1 -> o21ai_1"
  crit_family: "simple AND/OR/NAND/NOR gates"
  crit_slowest_cell: "or4_1"
  path_buffers: 1
  end_kind: "flip-flop"
  startpoint: "TAC[1]"
  worst_setup_path_start_kind: "input port"
  r2r-start: "clk_counter[4]"
  path_max_fanout: 10
route:
  wl_mm: 8.75
  drc_errors: 0
  postRouteAntennaNets: 0
  dr.pass1.iters: 4
  avgViaCountPerCell: 5.38
  diodes: 0
  wl_per_cell_um: 13.9
  drt-initial-drc-count: 134
  vias: 3378
floorplanning:
  initCoreUtil: 0.413
  rows: 36
  fp.dieW_um: 102
  io-pin-count: 61
  die_y_um: 102
  coreArea_sq_mm: 0.00977
  chipArea_sq_mm: 0.0105
final_layout:
  design_area_sq_mm: 0.00503
  n_fill_cell: 878
  area_growth_pct: 24.7
  drive_above_1_share: 0.0727
synthesis:
  syn_area_sq_mm: 0.00404
  syn_inst: 427
  top_area_cell: "dfrtp_1"
  synth_warnings: 1
  postSynth.asyncResetShare: 1.00
  common_cells: "dfrtp_1 (81), nor2_1 (52), nand2_1 (31)"
  most_common_cell: "dfrtp_1"
  yosysCellCount: 427
  area_leaders: "dfrtp_1 (50%), nor2_1 (4.8%), and3_1 (3.9%), a21oi_1 (3.3%), nand2_1 (2.9%)"
  flop_cell: "dfrtp_1"
  synth_top_area_share: 0.502
  synth_area_per_cell_sq_um: 9.45
  synth-edff-count: 0
  postSynthSeqShare: 0.502
  ys_area_sq_mm: 0.00404
  synthDistinctLibCells: 48
  ys_ff: 81
clock_tree:
  clk_latency_ns: 0.35
  clkTransAtPathRegs_ns: 0.07
  clock-sinks: 81
  hold_buffers: 0
  h-tree-depth: 3
  post_cts_buffers: 0
  ctsLongestPathBuffers: 2
  cts_buffers: 9
  cts-resized-gates: 0
  clock-root-buffer: "clkbuf_8"
  cts_tree: "yes"
global_routing:
  grtUsageTotal: 0.184
  gr-total-overflow: 0
  grt_pass1_vias: 3196
  antenna_found_initial: 0
  grt_first_pass_wirelength_mm: 14.9
  grt_max_degree: 82
power_and_ir_drop:
  power_mw: 2.88
  max-vdd-ir-drop_v: 0.000381
  leakagePower_nw: 2.33
  power_density_mw_per_mm2: 573
hold_path:
  hold_path_startpoint: "clk_counter[26]"
  min_path_type: "reg -> reg"
outcome:
  outcome: "finished clean"
placed_design:
  dpl_cell_area_sq_mm: 0.00482
  dp_worst_setup_slack_ns: 0.0496
  hpwl_mm: 5.92
  portBuffers: 55
  place_congestion: 0.827
flow_run:
  warning_count: 33
  drv_cap: 0
state kept, by name, summed over array words and instances, names as in the netlist:
| signal | flops |
|---|---|
| clk_counter | 32 |
| count | 8 |
| div_counter | 32 |
| divider | 8 |
| state | 1 |
cells in the final DEF (no fill, tap or decap), types with 15 or more instances in the layout:
master	Yosys	routed
a21oi_1	27	27
and3_1	25	25
buf_4	0	15
clkdlybuf4s50_1	0	55
dfrtp_1	81	81
inv_1	18	17
nand2_1	31	31
nand4_1	15	15
nor2_1	52	52
o21ai_1	17	17
where the power goes:
group,switching (mW),leakage (nW),total [mW],internal (mW)
clock,0.344,0.0995,0.769,0.425
combinational,0.381,1.13,0.803,0.422
sequential,0.182,1.10,1.31,1.13
total,0.907,2.33,2.88,1.98
cells by family (layout without fill, tap and decap cells):
family	count (synthesis)	in the layout	synth area share
mux	4	4	0.0105
simple gates	185	185	0.249
xor+xnor	11	11	0.0239
fa+ha+maj	7	7	0.0217
compound gates	101	101	0.155
flops	81	81	0.502
buf+inv	38	106	0.0378
final cells by class:
| class | count | area (sq um) | area share |
|---|---|---|---|
| clock inverter | 5 | 80.1 | 0.0159 |
| sequential | 81 | 2030 | 0.403 |
| multi-input combinational | 308 | 1860 | 0.369 |
| inverter | 18 | 68.8 | 0.0137 |
| tap | 133 | 166 | 0.0331 |
| timing repair buffer | 72 | 703 | 0.140 |
| clock buffer | 11 | 131 | 0.0261 |
layer usage:
metal / GRT usage / up-vias / share of wire
met5: 0 / - / 0
met4: 0.0275 / 0 / 0.0039
met3: 0.0355 / 2 / 0.036
met2: 0.280 / 47 / 0.46
met1: 0.291 / 1625 / 0.50
li1: - / 1704 / -
metrics by stage:
step / util / instances
floorplan: - / 427
global placement: 0.493 / 612
detailed placement: 0.493 / 612
CTS: 0.515 / 628
global route: 0.515 / 628
finish: 0.515 / 628
final timing paths:
check / end / slack, ns / cells after the start
setup / recovery: clk_counter[11] / 0.41 / 9
hold / removal: clk_counter[26] / 0.50 / 1
setup reg to reg: clk_counter[11] / 0.89 / 7
hold reg to reg: clk_counter[26] / 0.50 / 1
max in group asynchronous: div_counter[20] / 2.25 / 3
min in group asynchronous: div_counter[16] / 0.70 / 3
No activity file was given, so power comes from the tool's default toggle rates.
